==> /design/flow/design.v <==
`timescale 1ns/1ns
module NandEccGeneration (
              clk,
              rst_n,
              datain,
              count_in,
              hamming_out0,
              hamming_out1,
              hamming_out2,
              hamming_out3,
              nand_ecc_gen,
              reset_ecc_gen,
	          ecc_load
              );
 input            clk;   
 input            rst_n;
 input            nand_ecc_gen;
 input            reset_ecc_gen;
 input            ecc_load;
 input [7:0]      datain;
 input [10:0]     count_in;
 output[23:0]     hamming_out0;
 output[23:0]     hamming_out1;
 output[23:0]     hamming_out2;
 output[23:0]     hamming_out3;
 reg   [23:0]     hamming_out0;
 reg   [23:0]     hamming_out1;
 reg   [23:0]     hamming_out2;
 reg   [23:0]     hamming_out3;
 reg    [23:0]     hammingcode_tmp;
 wire              rowparity_tmp;
assign  rowparity_tmp=datain[0]^datain[1]^datain[2]^datain[3]^datain[4]^datain[5]^datain[6]^datain[7];
always @(negedge rst_n or posedge clk )
 begin 
    if (~rst_n ==1'b1)
         begin 
            hamming_out0     <= 24'b000000; 
            hamming_out1     <= 24'b000000; 
            hamming_out2     <= 24'b000000; 
            hamming_out3     <= 24'b000000; 
         end
    else if(ecc_load)
         begin
           if(count_in==511)  hamming_out0     <= hammingcode_tmp; 
            if(count_in==1023) hamming_out1     <= hammingcode_tmp; 
            if(count_in==1535) hamming_out2     <= hammingcode_tmp; 
            if(count_in==2047) hamming_out3     <= hammingcode_tmp;        
         end
  end
always @(negedge rst_n or posedge clk )
 begin : ParityGEN
   if (!rst_n ==1'b1)
      begin 
        hammingcode_tmp  <= 24'h000000;
      end
   else if(count_in==0)
      begin
        hammingcode_tmp  <= 24'h000000;
      end
   else begin
     if (nand_ecc_gen == 1'b1)
       begin
         hammingcode_tmp[0]<= hammingcode_tmp[0]^datain[0]^ datain[2]^ datain[4]^ datain[6];  
         hammingcode_tmp[1]<= hammingcode_tmp[1]^datain[1]^ datain[3]^ datain[5]^ datain[7];  
         hammingcode_tmp[2]<= hammingcode_tmp[2]^datain[0]^ datain[1]^ datain[4]^ datain[5];  
         hammingcode_tmp[3]<= hammingcode_tmp[3]^datain[2]^ datain[3]^ datain[6]^ datain[7];  
         hammingcode_tmp[4]<= hammingcode_tmp[4]^datain[0]^ datain[1]^ datain[2]^ datain[3];  
         hammingcode_tmp[5]<= hammingcode_tmp[5]^datain[4]^ datain[5]^ datain[6]^ datain[7];  
         hammingcode_tmp[6]<= hammingcode_tmp[6]^(rowparity_tmp & ~(count_in[0])) ;           
         hammingcode_tmp[7]<= hammingcode_tmp[7]^(rowparity_tmp & count_in[0]) ;              
         hammingcode_tmp[8]<= hammingcode_tmp[8]^(rowparity_tmp & ~(count_in[1])) ;           
         hammingcode_tmp[9]<= hammingcode_tmp[9]^(rowparity_tmp & count_in[1]) ;              
         hammingcode_tmp[10]<= hammingcode_tmp[10]^(rowparity_tmp & ~(count_in[2])) ;         
         hammingcode_tmp[11]<= hammingcode_tmp[11]^(rowparity_tmp & count_in[2]) ;            
         hammingcode_tmp[12]<= hammingcode_tmp[12]^(rowparity_tmp & ~(count_in[3])) ;         
         hammingcode_tmp[13]<= hammingcode_tmp[13]^(rowparity_tmp & count_in[3]) ;            
         hammingcode_tmp[14]<= hammingcode_tmp[14]^(rowparity_tmp & ~(count_in[4])) ;        
         hammingcode_tmp[15]<= hammingcode_tmp[15]^(rowparity_tmp & count_in[4]) ;           
         hammingcode_tmp[16]<= hammingcode_tmp[16]^(rowparity_tmp & ~(count_in[5])) ;        
         hammingcode_tmp[17]<= hammingcode_tmp[17]^(rowparity_tmp & count_in[5]) ;           
         hammingcode_tmp[18]<= hammingcode_tmp[18]^(rowparity_tmp & ~(count_in[6])) ;        
         hammingcode_tmp[19]<= hammingcode_tmp[19]^(rowparity_tmp & count_in[6]) ;           
         hammingcode_tmp[20]<= hammingcode_tmp[20]^(rowparity_tmp & ~(count_in[7])) ;       
         hammingcode_tmp[21]<= hammingcode_tmp[21]^(rowparity_tmp & count_in[7]) ;          
         hammingcode_tmp[22]<= hammingcode_tmp[22]^(rowparity_tmp & ~(count_in[8])) ;       
         hammingcode_tmp[23]<= hammingcode_tmp[23]^(rowparity_tmp & count_in[8]) ;          
       end
    else 
       begin
         hammingcode_tmp[23:0] <= hammingcode_tmp[23:0];
       end
   end
 end
endmodule
==> /design/flow/run.sh <==
#!/bin/bash
# OpenROAD 26Q1-2900-gdf79404cd8, Yosys 0.63+post, stock flow scripts
make -C /OpenROAD-flow-scripts/flow DESIGN_CONFIG=/design/flow/config.mk WORK_HOME=/design/flow/orfs finish
==> /design/flow/config.mk <==
export PLATFORM = sky130hd
export DESIGN_NAME = NandEccGeneration
export DESIGN_NICKNAME = NandEccGeneration
export VERILOG_FILES = /design/flow/design.v
export SDC_FILE = /design/flow/constraint.sdc
export NUM_CORES = 4
export LEC_CHECK = 1
export CORE_UTILIZATION = 30
==> /design/flow/constraint.sdc <==
current_design NandEccGeneration

set clk_period 2.1
set clk_io_pct 0.2

create_clock -name clk0 -period $clk_period [get_ports {clk}]

set non_clock_inputs [all_inputs -no_clocks]
set_input_delay [expr $clk_period * $clk_io_pct] -clock clk0 $non_clock_inputs
set_output_delay [expr $clk_period * $clk_io_pct] -clock clk0 [all_outputs]
==> writeup.txt <==
Summing every instance area after synthesis gives 4910 um2. In this run switching power makes up 26.1% of total power. The cell-mix breakdown from Yosys lists the simple-gate area share as 7.37%. The tally of yosys warning messages is 1.

STA classifies the critical path endpoint as a flop. Multiplexer cells account for 23.9% of the synthesized area. In the post-route report, total wirelength is listed as 11.9 mm.

For the starting DRC count in detailed routing, the log shows 79. The fill cell total of the finished layout is 1411. Of the combinational cells, the family taking the most area is multiplexers. The tools report the relative contribution of the clock network to total power as 45.1%. The tools report the reported net switching power as 1770 uW. Sort of element at the start of the critical path: an input pin.

The setup path with the least slack is of type input pin to flop. With the total placed instance area at 6670 um2, the proportion of register bits with asynchronous set or reset after synthesis is 100%. Headroom to the max-slew limit came out at 50.8%. For the number of global-route vias before repair, the log shows 3430.

TritonCTS built the clock tree. Primary flip-flop cell chosen by synthesis mapping: dfrtp_1. In this run the layout overhead on the synthesized area is reported as 49.1%.

The run gives 26 for the count of tool warnings. Sequential elements use 61.2% of the synthesized area. Distinct cell type count of the synthesized netlist: 24. The pre-antenna-repair detailed-routing pass consisted of 4 iterations.

Per the final timing report, the hold violations number 0. The number of synthesized register bits is 120, and the global-route total usage across every layer is 15.5%. Pin count of the biggest net entering global routing: 34.

For the aggregate global routing overflow, the log shows 0. The routed design ends up with an antenna cell count of 0. Per the synthesis report, the single largest cell type by area occupies 61.2% of cell area. The flow ran to the end, and the final reports show no timing, DRC or antenna violations. The share of total power dissipated in sequential elements is 43.7%. In this run the deepest clock path goes through 2 buffers. The script extracted a total leakage power of 0.00346 uW. Setup repair after global routing left no endpoint under its margin. The combinational power share came out at 11.2%.

The depth of the CTS H-tree was 4. From left edge to right edge, the die measures 130 um. The floorplan step defined a core boundary enclosing 15900 um2.

The routed design could run at a clock period as short as 1.92 ns. On the worst setup and hold paths after CTS, the clock-pin slew comes to 0.05 ns. Per the synthesis report, the XOR/XNOR share of the synthesized area is 4.08%. The synthesis report lists the most area-consuming cells as dfrtp_1, mux2_2, xnor2_1, nand2_1, mux2i_1.

The number of enable-type register cells in the synthesized netlist came out at 0. The flow reported a cell area power density of 926 nW/um2. Yosys reports a chip area of 4910 um2. Area of the chip: 16900 um2. The OpenROAD report gives the critical path a required time of 2.39 ns. Per the power-grid run, VDD falls by no more than 0.567 mV. The run gives 0 as the number of max-cap violations. The mean number of vias per cell came out at 4.51. The number of clock sinks came to 120. Internal power consumption: 5010 uW.

The synthesized area per cell is 14.2 um2, and the cell count after synthesis is 345. The count of pins over their slew limit is 0, and the post-route clock period utilization is 91.2%. The run gives 2.21 ns for the data arrival time at the worst-slack endpoint. In this run the post-CTS setup repair buffer count came out at 0. For the completed layout, the total cell area is recorded as 7310 um2.

The run gives 0 as the number of design rule violations left after detail routing. Library cell occupying the most area in the post-synthesis netlist: dfrtp_1. At the pin with the least slew margin, the transition time is 0.736 ns. The CTS report gives the tree buffer count as 17. The run gives 3331 for the total via count in the routed design.

The count of nets left with antenna violations once routing finished came out at 0. Measured along the y axis, the die boundary spans 130 um. The layout report lists the combined flip-flop and latch area as 3000 um2. Detailed placement ended at an HPWL of 8.31 mm. The number of rows created at floorplan was 46. The starting density of the core came out at 30.8%. The maximum fanout count along the critical path is 6, and the count of cells resized by post-cts repair is 0.

The layout report lists the multi-input gate area as 1820 um2. The synthesized netlist devotes 0% of its cell area to adder and majority cells. Yosys stat counts 345 cells in the synthesized netlist.

Timing would allow up to 522 MHz. Port buffering added 118 buffers. The cell sitting at the root of the clock tree is a clkbuf_16. Counting instances in the post-synthesis netlist gives the leading cell types as dfrtp_1, mux2_2, nand2_1, nor2_1, xnor2_1. The tools report the total of endpoints with negative setup slack in the final report as 0.

The aoi/oai-family share of the synthesized area was 1.61%. Per the final layout report, the fraction of cells sized above drive strength 1 comes to 33.8%. With the top-level port count at 120, the final-layout worst hold slack is 0.0460 ns.

For this run the top cell type by instance count after synthesis was dfrtp_1. The first-pass GRT wire length was 19.1 mm. Checking hold timing, the worst path is listed with class input pin to async pin. The run gives 0.00654 ns as the setup skew after layout. The initial antenna violation count is 0, and the routability-driven placement congestion ratio is 0.756. The number of hold buffers added after CTS is 1, and the clock latency at the later pin of the worst-skew pair is 0.41 ns. The routed wirelength normalized by instance count works out to 16.1 um.
[power by group through the flow]
stage	Clock, uW	Sequential, uW	Combinational, uW
final	3060	2960	756
after global routing	3240	3030	854
after CTS	3130	2980	766
[flip-flops by register name, indices dropped and copies added (netlist names)]
signal and cells:
hamming_out0 24, hamming_out1 24, hamming_out2 24, hamming_out3 24
hammingcode_tmp 24
[stage by stage]
| step | power (uW) | utilization, % | cells | setup WS, ns | setup TNS, ns |
|---|---|---|---|---|---|
| after floorplan | 3300 | - | 345 | 0.408 | 0 |
| after global placement | 3730 | 41.8 | 707 | -0.202 | -17.17 |
| after detailed placement | 3770 | 41.8 | 707 | -0.238 | -19.68 |
| after CTS | 6880 | 45.9 | 739 | 0.198 | 0 |
| after global routing | 7120 | 45.9 | 739 | 0.0175 | 0 |
| final | 6770 | 45.9 | 739 | 0.185 | 0 |
[final timing paths]
kind,startpoint,end,slack (ns),depth (start not counted)
max,count_in[6],hamming_out2[18]$_DFFE_PN0P_,0.18,7
min,rst_n,hammingcode_tmp[17]$_DFFE_PN0P_,0.05,2
max reg2reg,hammingcode_tmp[20]$_DFFE_PN0P_,hamming_out3[20]$_DFFE_PN0P_,1.25,1
min reg2reg,hamming_out2[14]$_DFFE_PN0P_,hamming_out2[14]$_DFFE_PN0P_,0.50,1
max in group asynchronous,rst_n,hamming_out0[15]$_DFFE_PN0P_,1.82,2
min in group clk0,hamming_out2[14]$_DFFE_PN0P_,hamming_out2[14]$_DFFE_PN0P_,0.50,1
[layer usage]
layer	track usage, %	up-vias	part of all wire (%)
li1	-	1562	-
met1	23.4	1672	47
met2	23.4	84	46
met3	4.63	13	5.8
met4	2.12	0	1.7
met5	0	-	0
[logic make-up after synthesis]
logic type | count (synthesis)
AND-OR/OR-AND | 9
buffers and inverters | 17
AND/OR/NAND/NOR | 72
multiplexers | 105
flip-flops | 120
XOR/XNOR | 22
[area by class of cell]
| cell class | instances | share of cell area [%] |
|---|---|---|
| Sequential cell | 120 | 41.1 |
| Multi-Input combinational cell | 208 | 24.8 |
| Timing Repair Buffer | 163 | 21.8 |
| Clock buffer | 19 | 6.19 |
| Tap cell | 216 | 3.70 |
| Clock inverter | 12 | 2.40 |
| Inverter | 1 | 0.0513 |
[placed cells by master, fill, tap and decap left out, types with 2 or more instances in the layout]
cell / n
buf_4: 40
clkinv_4: 2
clkinvlp_4: 3
nand2_1: 25
mux2_2: 96
nand4_1: 2
bufinv_16: 4
clkdlybuf4s50_1: 117
nand4b_1: 9
buf_12: 6
nor2_1: 18
o311ai_0: 9
clkbuf_16: 17
nor4_1: 2
nand3_1: 9
clkinv_2: 3
and3_1: 2
xor2_1: 9
mux2i_1: 9
dfrtp_1: 120
xnor2_1: 12
clkbuf_8: 2
[critical path, cell delays in order]
cell             delay (ns)
clkdlybuf4s50_1        0.52
nand4_1                0.16
nor3_2                 0.27
nand2_1                0.13
nor2_4                 0.16
buf_4                  0.20
mux2_2                 0.34
Power is estimated from default activity; no workload was simulated.
